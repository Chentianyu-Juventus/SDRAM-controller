==> design.v <==
module  uart_rx(
        input                   sclk                    ,
        input                   s_rst_n                 ,
        input                   rs232_rx                ,
        output  reg     [ 7:0]  rx_data                 ,
        output  reg             po_flag
);
localparam      BAUD_END        =       5207                    ;
localparam      BAUD_M          =       BAUD_END/2 - 1          ;
localparam      BIT_END         =       8                       ;
reg                             rx_r1                           ;
reg                             rx_r2                           ;
reg                             rx_r3                           ;
reg                             rx_flag                         ;
reg     [12:0]                  baud_cnt                        ;
reg                             bit_flag                        ;
reg     [ 3:0]                  bit_cnt                         ;
wire                            rx_neg                          ;
assign  rx_neg  =       ~rx_r2 & rx_r3;
always  @(posedge sclk) begin
        rx_r1   <=      rs232_rx;
        rx_r2   <=      rx_r1;
        rx_r3   <=      rx_r2;
end
always  @(posedge sclk or negedge s_rst_n) begin
        if(s_rst_n == 1'b0)
                rx_flag <=      1'b0;
        else if(rx_neg == 1'b1)
                rx_flag <=      1'b1;
        else if(bit_cnt == 'd0 && baud_cnt == BAUD_END)
                rx_flag <=      1'b0;
end
always  @(posedge sclk or negedge s_rst_n) begin
        if(s_rst_n == 1'b0)
                baud_cnt        <=      'd0;
        else if(baud_cnt == BAUD_END)
                baud_cnt        <=      'd0;
        else if(rx_flag == 1'b1)
                baud_cnt        <=      baud_cnt + 1'b1;
        else
                baud_cnt        <=      'd0;
end
always  @(posedge sclk or negedge s_rst_n) begin
        if(s_rst_n == 1'b0)
                bit_flag        <=      1'b0;
        else if(baud_cnt == BAUD_M)
                bit_flag        <=      1'b1;
        else
                bit_flag        <=      1'b0;
end
always  @(posedge sclk or negedge s_rst_n) begin
        if(s_rst_n == 1'b0)
                bit_cnt <=      'd0;
        else if(bit_flag == 1'b1 && bit_cnt == BIT_END) 
                bit_cnt <=      'd0;
        else if(bit_flag == 1'b1)
                bit_cnt <=      bit_cnt + 1'b1;
end
always  @(posedge sclk or negedge s_rst_n) begin
        if(s_rst_n == 1'b0)
                rx_data <=      'd0;
        else if(bit_flag == 1'b1 && bit_cnt >= 'd1)
                rx_data <=      {rx_r2, rx_data[7:1]};
end
always  @(posedge sclk or negedge s_rst_n) begin
        if(s_rst_n == 1'b0)
                po_flag <=      1'b0;
        else if(bit_cnt == BIT_END && bit_flag == 1'b1)
                po_flag <=      1'b1;
        else
                po_flag <=      1'b0;
end
endmodule
==> run.sh <==
#!/bin/bash
# OpenROAD 26Q1-2900-gdf79404cd8, Yosys 0.63+post, stock flow scripts
make -C /OpenROAD-flow-scripts/flow DESIGN_CONFIG=/design/flow/config.mk WORK_HOME=/design/flow/orfs finish
==> config.mk <==
export PLATFORM = sky130hd
export DESIGN_NAME = uart_rx
export DESIGN_NICKNAME = uart_rx
export VERILOG_FILES = /design/flow/design.v
export SDC_FILE = /design/flow/constraint.sdc
export NUM_CORES = 4
export LEC_CHECK = 1
export CORE_AREA = 10 10 106 106
export DIE_AREA = 0 0 116 116
==> constraint.sdc <==
current_design uart_rx

set clk_period 3.9
set clk_io_pct 0.2

create_clock -name clk0 -period $clk_period [get_ports {sclk}]

set non_clock_inputs [all_inputs -no_clocks]
set_input_delay [expr $clk_period * $clk_io_pct] -clock clk0 $non_clock_inputs
set_output_delay [expr $clk_period * $clk_io_pct] -clock clk0 [all_outputs]
==> results.txt <==
Synth top area share - 0.495
Placement Cell Area - 1660 um^2
Buffers inserted during post-CTS setup optimization - 0
Final tally of hold violations - 0
Post-route minimum period - 2.06 ns
Post-Synthesis Cell Area - 1420 um^2
Primary flip-flop cell chosen by synthesis mapping - sky130_fd_sc_hd__dfrtp_1
Worst skew pair latency - 0.29 ns
Largest net degree at the start of global routing - 29
Antenna Diode Count - 0
Final setup skew - 0.0129 ns
Share of synthesized cell area in full adder, half adder and majority cells - 0.0442
Accumulated negative setup slack - 0 ns
Post-layout total power - 0.000775 W
Top achievable clock speed - 484 MHz
Yosys stat cell total - 124
Area of the synthesized netlist per yosys stat - 1420 um^2
Cts repair resizes - 0
Cell Rows - 34
Synth Instances - 124
Data required time at the worst endpoint - 4.07 ns
Async set-reset flop share out of synthesis - 0.903
Syn-to-layout area delta - 23.5%
Proportion of synthesized chip area in sequential cells - 0.537
Type of destination of the critical path - flop
Core utilization at floorplan - 0.160
Total CTS buffers - 5
List of most frequent post-synthesis cells - 28 x sky130_fd_sc_hd__dfrtp_1, 9 x sky130_fd_sc_hd__mux2_2, 8 x sky130_fd_sc_hd__a21oi_1, 8 x sky130_fd_sc_hd__nand2_1, 8 x sky130_fd_sc_hd__o21ai_0
Post-CTS clock slew at the launch and capture registers of the worst setup and hold paths - 0.07 ns
Vertical die size - 116 um
Sort of element at the start of the critical path - flop
Global-route wire length before repair - 4740 um
Clock sinks - 31
Cts-stage hold buffer count - 0
Area share of xor/xnor cells in the synthesized design - 0.0186
DR vias/cell - 3.92
Flops & latches, synth - 31
Most instantiated library cell after synthesis - sky130_fd_sc_hd__dfrtp_1
Number of buffers inserted by port buffering - 11
DRT Wirelength - 2670 um
Average cell area after synthesis - 11.4 um^2
Number of routed nets with antenna violations - 0
WL/cell - 10.7 um
Total number of vias - 981
Count of TritonRoute iterations in the first routing pass - 4
Remaining global-route overflow - 0
Number of antenna violations at the first check in global routing - 0
Cell at the root of the clock tree - sky130_fd_sc_hd__clkbuf_8
Worst min path class - reg -> reg
Share of cell area taken by muxes after synthesis - 0.0716
Vias in the first global route - 1005
Clock tree from TritonCTS - yes
Warning count from the yosys run - 1
Number of maximum-capacitance constraint violations - 0
Clock Tree Buf Depth - 2
Max_slew headroom - 0.696
Number of enable flip-flop cells - 0
Critical setup path kind - reg -> reg
Non-filler instance count after layout - 250
Core region area - 8850 um^2
Final max-slew violation count - 0
Top fanout value on the critical path - 8
Cell type contributing the most total cell area after synthesis - sky130_fd_sc_hd__dfrtp_1
Status - completed
Area of the die - 13500 um^2
RD Place Congestion - 0.850
Hpwl dp - 1850 um
Largest cells by area - sky130_fd_sc_hd__dfrtp_1 49%, sky130_fd_sc_hd__mux2_2 7.2%, sky130_fd_sc_hd__ha_1 4.4%, sky130_fd_sc_hd__dfxtp_1 4.2%, sky130_fd_sc_hd__a21oi_1 2.8%
H-tree depth reported by CTS - 2
Die x size - 116 um
Arrival time at the worst endpoint - 2.23 ns
Final tally of setup violations - 0
Area of all placed cells without fillers - 1750 um^2
Top-level port count - 12
Worst-margin pin slew - 0.453 ns
All-Layer GR Usage - 0.0419
Top comb family, area - simple AND/OR/NAND/NOR gates
OpenROAD warning count - 28
Fraction of layout instances using a drive strength above 1 - 0.162
Number of remaining DRC errors - 0
Power density cells - 443 nW/um^2
Compound-cell area share of the yosys netlist - 0.110
Leakage power figure - 0.732 nW
Peak supply drop - 308 uV
Cell Count Post-Placement - 242
Area share of and/or/nand/nor cells after synthesis - 0.193
Final worst path period share - 0.529
Count of routing violations after the opening detailed-route iteration - 59
Synth unique cells - 37
Utilization of the core after routing - 0.198
RSZ-0062 raised after global routing - no
[cells in the final DEF (no fill, tap or decap), drive strengths merged, types with 2 or more instances in the layout]
| cell | netlist | layout |
|---|---|---|
| o31ai | 3 | 3 |
| clkdlybuf4s50 | 0 | 11 |
| buf | 2 | 2 |
| a21oi | 8 | 8 |
| xor2 | 2 | 2 |
| nor4 | 2 | 2 |
| nand2 | 8 | 8 |
| inv | 5 | 5 |
| mux2 | 9 | 9 |
| nor2 | 5 | 5 |
| nand3 | 4 | 4 |
| and4 | 2 | 2 |
| or4 | 4 | 4 |
| a21o | 2 | 2 |
| dfxtp | 3 | 3 |
| and4b | 2 | 2 |
| o21ai | 9 | 9 |
| dfrtp | 28 | 28 |
| ha | 5 | 5 |
| nand4 | 4 | 4 |
| or3 | 4 | 4 |
| clkbuf | 1 | 7 |
[final timing paths]
kind / from / end / slack [ns] / cells past startpoint
worst min register to register: rx_r1 / rx_r2 / 0.33 / 0
min in group asynchronous: s_rst_n / baud_cnt[2] / 0.87 / 2
worst max register to register: bit_cnt[0] / rx_data[3] / 1.84 / 5
worst max-delay path: bit_cnt[0] / rx_data[3] / 1.84 / 5
worst min-delay path: rx_r1 / rx_r2 / 0.33 / 0
max in group asynchronous: s_rst_n / bit_flag / 2.75 / 2
[power by group]
| part | switching [W] | leakage [nW] | internal (W) |
|---|---|---|---|
| logic | 0.0000531 | 0.285 | 0.0000456 |
| registers | 0.0000555 | 0.399 | 0.000357 |
| clock network | 0.000121 | 0.0482 | 0.000142 |
[routing by layer]
metal / GRT usage / part of all wire
met2: 0.0633 / 0.44
met5: 0 / 0
met1: 0.0572 / 0.48
met3: 0.0152 / 0.064
met4: 0.00751 / 0.013
[stage by stage]
stage	hold WS, ns	worst slack, ns
final	0.331	1.84
after global routing	0.346	1.74
after CTS	0.332	1.83
after detailed placement	0.316	1.86
after global placement	0.317	1.89
after floorplan	0.310	2.01
[area by class of cell]
cell class	instances	area (um^2)
clock inverter	1	5.00
fill	959	7100
sequential	31	761
timing repair buffer	13	125
tap	108	135
inverter	5	18.8
clock buffer	7	86.3
multi-input combinational	85	618
[logic make-up after synthesis]
logic type / count (synthesis)
simple gates: 43
fa+ha+maj: 5
compound gates: 25
buf+inv: 8
xor+xnor: 3
mux: 9
flops: 31
[flip-flops by register name, summed over array words and instances (netlist names)]
signal    flops
rx_data       8
rx_r1         1
bit_cnt       4
baud_cnt     13
rx_r3         1
po_flag       1
rx_r2         1
rx_flag       1
bit_flag      1
[critical path, cell delays in order (launching register included)]
cell and delay [ns]:
sky130_fd_sc_hd__dfrtp_1 0.44, sky130_fd_sc_hd__inv_1 0.08, sky130_fd_sc_hd__ha_1 0.19, sky130_fd_sc_hd__or3b_2 0.49
sky130_fd_sc_hd__o21ai_2 0.35, sky130_fd_sc_hd__mux2_2 0.38
Power and IR drop assume default switching activity.
