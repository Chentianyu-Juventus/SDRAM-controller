==> ./design.v <==
module  uart_tx(
        input                   sclk                    ,
        input                   s_rst_n                 ,
        output  reg             rs232_tx                ,
        input                   rfifo_empty             ,
        output  reg             rfifo_rd_en             ,
        input           [ 7:0]  rfifo_rd_data           
);
localparam      BAUD_END        =       5207                    ;
localparam      BAUD_M          =       BAUD_END/2 - 1          ;
localparam      BIT_END         =       9                       ;
reg     [ 7:0]                  tx_data_r                       ;
reg                             tx_flag                         ;
reg     [12:0]                  baud_cnt                        ;
reg                             bit_flag                        ;
reg     [ 3:0]                  bit_cnt                         ;
wire                            tx_trig                         ;
reg                             tx_trig_r1                      ;
always  @(posedge sclk or negedge s_rst_n) begin
        if(s_rst_n == 1'b0)
                rfifo_rd_en     <=      1'b0;
        else if(rfifo_empty == 1'b0 && tx_flag == 1'b0 && rfifo_rd_en == 1'b0)
                rfifo_rd_en     <=      1'b1;
        else
                rfifo_rd_en     <=      1'b0;
end
always  @(posedge sclk) begin
        tx_trig_r1      <=      tx_trig;
end 
always  @(posedge sclk or negedge s_rst_n) begin
        if(s_rst_n == 1'b0)
                tx_data_r       <=      'd0;
        else if(tx_trig_r1 == 1'b1 && tx_flag == 1'b1)
                tx_data_r       <=      rfifo_rd_data;
end
always  @(posedge sclk or negedge s_rst_n) begin
        if(s_rst_n == 1'b0)
                tx_flag <=      1'b0;
        else if(tx_trig == 1'b1)
                tx_flag <=      1'b1;
        else if(bit_cnt == BIT_END && bit_flag == 1'b1)
                tx_flag <=      1'b0;
end
always  @(posedge sclk or negedge s_rst_n) begin
        if(s_rst_n == 1'b0)
                baud_cnt        <=      'd0;
        else if(baud_cnt == BAUD_END)
                baud_cnt        <=      'd0;
        else if(tx_flag == 1'b1)
                baud_cnt        <=      baud_cnt + 1'b1;
        else
                baud_cnt        <=      'd0;
end
always  @(posedge sclk or negedge s_rst_n) begin
        if(s_rst_n == 1'b0)
                bit_flag        <=      1'b0;
        else if(baud_cnt == BAUD_END)
                bit_flag        <=      1'b1;
        else
                bit_flag        <=      1'b0;
end
always  @(posedge sclk or negedge s_rst_n) begin
        if(s_rst_n == 1'b0)
                bit_cnt <=      'd0;
        else if(bit_flag == 1'b1 && bit_cnt == BIT_END)
                bit_cnt <=      'd0;
        else if(bit_flag == 1'b1)
                bit_cnt <=      bit_cnt + 1'b1;
end
always  @(posedge sclk or negedge s_rst_n) begin
        if(s_rst_n == 1'b0)
                rs232_tx        <=      1'b1;
        else if(tx_flag == 1'b1)
                case(bit_cnt)
                        0:      rs232_tx        <=      1'b0;            
                        1:      rs232_tx        <=      tx_data_r[0];
                        2:      rs232_tx        <=      tx_data_r[1];
                        3:      rs232_tx        <=      tx_data_r[2];
                        4:      rs232_tx        <=      tx_data_r[3];
                        5:      rs232_tx        <=      tx_data_r[4];
                        6:      rs232_tx        <=      tx_data_r[5];
                        7:      rs232_tx        <=      tx_data_r[6];
                        8:      rs232_tx        <=      tx_data_r[7];  
                        default:rs232_tx        <=      1'b1;
                endcase
        else
                rs232_tx        <=      1'b1;
end
assign  tx_trig =       rfifo_rd_en;
endmodule
==> ./run.sh <==
#!/bin/bash
# OpenROAD 26Q1-2900-gdf79404cd8, Yosys 0.63+post, stock flow scripts
make -C /OpenROAD-flow-scripts/flow DESIGN_CONFIG=/design/flow/config.mk WORK_HOME=/design/flow/orfs finish
==> ./config.mk <==
export PLATFORM = sky130hd
export DESIGN_NAME = uart_tx
export DESIGN_NICKNAME = uart_tx
export VERILOG_FILES = /design/flow/design.v
export SDC_FILE = /design/flow/constraint.sdc
export NUM_CORES = 4
export LEC_CHECK = 1
export CORE_AREA = 10 10 107 107
export DIE_AREA = 0 0 117 117
==> ./constraint.sdc <==
current_design uart_tx

set clk_period 2.0
set clk_io_pct 0.2

create_clock -name clk0 -period $clk_period [get_ports {sclk}]

set non_clock_inputs [all_inputs -no_clocks]
set_input_delay [expr $clk_period * $clk_io_pct] -clock clk0 $non_clock_inputs
set_output_delay [expr $clk_period * $clk_io_pct] -clock clk0 [all_outputs]
==> qor.csv <==
metric,value,unit
ir_worst_vdd,0.275,mV
ys_seq_frac,0.525,
ant_nets,0,
worstPathArrival,1.24,ns
ys_area,1420,sq um
cts.path.max_buffers,2,
dieHeight,117,um
postPlaceCellArea,1690,sq um
crit_chain,clkdlybuf4s50_1,
async_reset_ff_frac,0.967,
path_depth,1,
cts_tree,built,
rsz0062_at_grt,no,
end_kind,output port,
finalSetupTns,0,ns
fin_area,1780,sq um
crit_family,flip-flops,
edf_count,0,
maxSlewHeadroom,0.754,
antenna_found_initial,0,
clockPowerShare,0.324,
synth_flops,30,
flop_cell,dfrtp_1,
top_area_frac,0.492,
critical_path_class,reg2out,
clock_sinks,30,
synth_cells,126,
grt_pass1_vias,958,
diodes,0,
cts_buffers,5,
ys_types,42,
clk_latency,0.28,ns
drc,0,
top_cell,dfrtp_1,
drive_gt1_frac,0.144,
crit_slowest_cell,dfstp_2,
netlist_area,1420,sq um
grtUsageTotal,0.0398,
fmax,0.609,GHz
finalHoldViolations,0,
io-pin-count,13,
crit_path_max_fanout,1,
chip_area,13700,sq um
overflow,0,
wl_per_cell,10.7,um
largest_area_cell,dfrtp_1,
grt_pass1_wl,4.46,mm
clk_pin_slew,0.06,ns
power_frac_comb,0.149,
portBuffers,12,
p_seq_frac,0.527,
leakagePower,0.717,nW
seqCellArea,747,sq um
fp_util,0.155,
p_sw,0.406,mW
synth.avg_cell_area,11.3,sq um
fillers,996,
tightest_slew,0.369,ns
ys_warn_count,1,
clock_skew,0.00728,ns
status,"complete, no violations",
cp-start-kind,register,
grt_start_max_net_pins,30,
hp-class,reg2reg,
p_sw_frac,0.266,
power_density,859,nW/um^2
std_cell_rows,35,
syn_to_final_growth,24.7,%
synth.top_cells.by_count,"28 x dfrtp_1, 10 x nand2_1, 8 x mux2_2",
dpl.hpwl,1.97,mm
drv_cap,0,
min_period,1.64,ns
core,9200,sq um
top_cells_by_area,"dfrtp_1 49%, mux2_2 6.3%, ha_1 4.4%, nand2_1 2.6%, o21ai_0 2.5%",
drt_iter0_markers,68,
crit_required,1.60,ns
ff2ff_path_depth,3,
firstDrtPassIters,4,
utilization,0.193,
gp_congestion,0.832,
cts-root-buf,clkbuf_8,
h-tree-depth,2,
ctsResizeCount,0,
fin_crit_sh,0.821,
setup_viol,0,
warnings,28,
combGateArea,642,sq um
path_buffers,1,
internal_power,1.12,mW
hold_buffers,0,
postCtsSetupBuffers,0,
cp_slowest_stage_delay,0.51,ns
viasPerCell,4.04,
drv_slew,0,
ys_cells,126,
drt_wl_total,2.75,mm
die_w,117,um
hold_path_depth,0,
vias,1038,
==> layout by cell type (no fill, tap or decap), types with 4 or more instances in the layout <==
cell type        count
clkbuf_8             6
nand3_1              5
dfrtp_1             28
ha_1                 5
nand2_1             10
o21ai_0              7
mux2_2               8
or3_1                4
inv_1                4
o31ai_1              4
clkdlybuf4s50_1     12
a21oi_1              6
nor2_1               5
==> power by group through the flow <==
stage	Sequential [mW]	Clock (mW)	Combinational [mW]
after CTS	0.806	0.513	0.233
after global routing	0.826	0.531	0.259
final	0.803	0.495	0.227
==> per-stage QoR <==
step / power, mW / std cells / hold slack [ns] / setup slack [ns]
global placement: 1.04 / 249 / 0.420 / 0.470
global route: 1.62 / 257 / 0.450 / 0.327
CTS: 1.55 / 257 / 0.433 / 0.342
detailed placement: 1.05 / 249 / 0.419 / 0.478
floorplan: 0.951 / 126 / 0.104 / 0.581
finish: 1.53 / 257 / 0.425 / 0.359
==> flip-flops by register name, indices dropped and copies added (netlist names) <==
signal / count
baud_cnt: 13
tx_data_r: 8
bit_cnt: 4
bit_flag: 1
rfifo_rd_en: 1
rs232_tx: 1
tx_flag: 1
tx_trig_r1: 1
==> cell families after synthesis <==
family,count (synthesis),synth area share
flip-flops,30,0.525
AND/OR/NAND/NOR,41,0.174
multiplexers,8,0.0633
XOR/XNOR,3,0.0185
adder cells (fa/ha/maj),5,0.0439
buffers and inverters,7,0.0246
AND-OR/OR-AND,32,0.151
==> worst reg2reg max path, delay by kind of cell, from the launching register on <==
family	cells	cell delay, ns
AND/OR/NAND/NOR	2	0.85
flip-flops	1	0.44
AND-OR/OR-AND	1	0.16
==> per-layer routing <==
metal / wire (um) / vias up / track usage
met5: 0 / - / 0
met4: 14 / 0 / 0.00494
met3: 212 / 3 / 0.0160
met2: 1210 / 16 / 0.0570
met1: 1310 / 505 / 0.0570
li1: - / 514 / -
==> final timing paths <==
| kind | startpoint | to | slack (ns) |
|---|---|---|---|
| min reg2reg | rfifo_rd_en$_DFF_PN0_ | tx_trig_r1$_DFF_P_ | 0.42 |
| min | rfifo_rd_en$_DFF_PN0_ | tx_trig_r1$_DFF_P_ | 0.42 |
| max reg2reg | baud_cnt[3]$_DFF_PN0_ | baud_cnt[12]$_DFF_PN0_ | 0.47 |
| max in group asynchronous | s_rst_n | rs232_tx$_DFF_PN1_ | 1.19 |
| min in group asynchronous | s_rst_n | tx_data_r[7]$_DFFE_PN0P_ | 0.50 |
| max | rs232_tx$_DFF_PN1_ | rs232_tx | 0.36 |
==> area by class of cell <==
cell class | instances | share of cell area
Sequential cell | 30 | 0.421
Multi-Input combinational cell | 89 | 0.362
Clock buffer | 8 | 0.0507
Inverter | 4 | 0.00846
Tap cell | 111 | 0.0782
Timing Repair Buffer | 15 | 0.0803
Power and IR drop assume default switching activity.
